[flow/run.sh]
#!/bin/bash
# OpenROAD 26Q1-2900-gdf79404cd8, Yosys 0.63+post, stock flow scripts
make -C /OpenROAD-flow-scripts/flow DESIGN_CONFIG=/design/flow/config.mk WORK_HOME=/design/flow/orfs finish
[flow/config.mk]
export PLATFORM = sky130hd
export DESIGN_NAME = controller
export DESIGN_NICKNAME = controller
export VERILOG_FILES = /design/flow/design.v
export SDC_FILE = /design/flow/constraint.sdc
export NUM_CORES = 4
export LEC_CHECK = 1
export CORE_AREA = 10 10 71 71
export DIE_AREA = 0 0 81 81
[flow/constraint.sdc]
current_design controller

set clk_period 2.8
set clk_io_pct 0.2

create_clock -name clk0 -period $clk_period [get_ports {clk}]

set non_clock_inputs [all_inputs -no_clocks]
set_input_delay [expr $clk_period * $clk_io_pct] -clock clk0 $non_clock_inputs
set_output_delay [expr $clk_period * $clk_io_pct] -clock clk0 [all_outputs]
[flow/design.v]
module controller#(
    parameter N = 9
)(
    input clk,
    input rst,
    output reg load_L_LEVEL1,
    output reg load_L_LEVEL2,
    output reg load_L_LEVEL3,
    output reg ready_Zj
);
reg [7:0] counter;
always @(negedge rst or posedge clk) begin
    if (!rst) begin
        counter <= 0;
        load_L_LEVEL1 <= 1'b0;
        load_L_LEVEL2 <= 1'b0;
        load_L_LEVEL3 <= 1'b0;
        ready_Zj <= 1'b0;
    end else begin
        if(counter == 2)begin
            counter <= counter + 1'b1;
            ready_Zj <= 1'b1;
        end
        else if(counter < N+2)begin
            load_L_LEVEL1 <= 1'b1;
            load_L_LEVEL2 <= 1'b1;
            load_L_LEVEL3 <= 1'b1;
            counter <= counter + 1'b1;
        end
    end
end
endmodule
==> GITHUB_STEP_SUMMARY <==
### Yosys + OpenROAD results

| Metric | Value |
|---|---|
| Post-synthesis chip area from yosys | `413 sq um` |
| Setup bufs post-CTS | `0` |
| Critical path class | `reg -> out` |
| Layout fillers | `415` |
| Iteration-0 DRC Markers | `4` |
| Syn Std Cell Area | `413 sq um` |
| Min cycle time layout | `1.63 ns` |
| Placed Cells | `78` |
| Vias in the first global route | `286` |
| Reg2reg setup slack | `1.43 ns` |
| Post-synthesis sequential area ratio | `60.6%` |
| Busiest grt layer | `met2` |
| M1 GR Usage | `2.84%` |
| Die width | `81 microns` |
| Finished Core Util | `14.9%` |
| Synth top cells by count | `dfrtp_1 (10), clkbuf_1 (3), buf_4 (2), ha_1 (2), xnor2_1 (2)` |
| Post-CTS sizing | `0` |
| Post-DP Area | `488 sq um` |
| Max Root-Sink Buffers | `2` |
| Worst setup SP type | `flop` |
| FMAX | `0.613 GHz` |
| RSZ-0062 raised after global routing | `no` |
| Cell row count | `22` |
| Nature of the critical path endpoint | `output pin` |
| DRC | `0` |
| Top-area cell share | `60.6%` |
| FF-to-FF path depth | `4` |
| Finished layout cell area | `543 sq um` |
| Slew HR | `70.0%` |
| Total GRT Usage | `2.28%` |
| Vias per cell | `2.82` |
| Number of cells on the critical path | `1` |
| Latency at later pin | `0.23 ns` |
| Hold crit path type | `reg -> reg` |
| CP cell instances | `clkdlybuf4s50_1` |
| Syn. warnings | `1` |
| Max_cap viols | `0` |
| RePlAce Congestion | `0.667` |
| Mean post-synth cell area | `13.3 sq um` |
| Max incr delay on CP | `0.48 ns` |
| Final setup TNS | `0 ns` |
| Worst Path Arrival | `1.07 ns` |
| Final max-slew violation count | `0` |
| Cell variety after synth | `17` |
| Initial antenna violation count | `0` |
| Leading area contributor after synthesis | `dfrtp_1` |
| Finished Layout Cells | `82` |
| Post-route setup slack | `1.17 ns` |
| Via count | `231` |
| Io pins | `6` |
| Gate Count Post-Synth | `31` |
| Final tally of setup violations | `0` |
| WP buf/inv | `1` |
| Final Hold Fails | `0` |
| PD cells | `595 nW/um^2` |
| #FFs+latches synth | `10` |
| Post-synth ARST share | `100%` |
| CP Data Required Time | `2.24 ns` |
| Avg WL per Cell | `7.56 microns` |
| Total power | `0.323 mW` |
| Reg2reg end | `counter[0]` |
| Number of enable flip-flop cells | `0` |
| Core Region | `3630 sq um` |
| Num CTS Buffers | `3` |
| H-tree Lvls | `1` |
| CTS tree | `built` |
| Max Fanout on Critical Path | `4` |
| CP top delay family | `buffers and inverters` |
| # port buffers | `5` |
| CTS Sinks | `10` |
| Slew @ Worst Pin | `0.449 ns` |
| Leakage | `0.217 nW` |
| Crit. Startpoint | `load_L_LEVEL1` |
| Gate Area | `124 sq um` |
| Die ar. | `6560 sq um` |
| Met3 Track Usage GR | `1.11%` |
| Fin crit share | `58.2%` |
| Setup WS pre-CTS | `1.40 ns` |
| Detail Route Antenna Nets | `0` |
| GR Util met2 | `3.50%` |
| Status | `finished, final reports clean` |
| Setup Skew | `0.00156 ns` |
| Largest net degree at the start of global routing | `11` |
| Fp_density | `11.4%` |
| Area Growth Syn to Fin | `31.5%` |
| Tool Warnings | `26` |
| CTS clock-pin slew for the worst setup and hold paths | `0.05 ns` |
| DIE HEIGHT | `81 microns` |
| Slowest cell on crit path | `clkdlybuf4s50_1` |
| DRT Wirelength | `620 microns` |
| Synth area leaders | `dfrtp_1 (61%), ha_1 (6.1%), nor4_4 (5.2%)` |
| Ys flop type | `dfrtp_1` |
| Register Area | `250 sq um` |
| Critical Path End | `load_L_LEVEL3` |
| # diodes | `0` |
| DP HPWL | `463 microns` |
| CTS Hold Buffers Added | `0` |
| Worst IR Drop VDD | `0.000237 V` |
| Layout cells sized above 1 | `14.7%` |
| Yosys cell count | `31` |
| Gr ovfl total | `0` |
| First-pass GRT wire length | `1.25 mm` |
| Drt first pass iters | `2` |
| Hold WS | `0.429 ns` |
| Worst r2r src | `counter[0]` |
| Top-count cell post-synth | `dfrtp_1` |
| Root Driver | `clkbuf_8` |
worst min path at each step:
stage	cells after the start	end	from
4_1_cts	0	counter[5]	counter[5]
6_report	0	counter[6]	counter[6]
5_1_grt	0	counter[6]	counter[6]
power breakdown:
part | switching (mW) | internal [mW] | total (mW)
Sequential | 0 | 0.145 | 0.145
Combinational | 0.00268 | 0.00123 | 0.00391
Clock | 0.0511 | 0.123 | 0.174
Total | 0.0538 | 0.269 | 0.323
cell usage in the layout, fill, tap and decap left out, drive strengths merged:
cell / instances
nor4: 1
a41o: 1
inv: 1
dfrtp: 10
ha: 2
a21o: 1
a21oi: 1
nor3b: 1
clkbuf: 4
nand3b: 1
xnor2: 2
a31oi: 1
nand2: 1
o21ai: 1
o21bai: 1
clkdlybuf4s50: 5
metal layers:
layer	routed length (microns)	share of wire (%)	up-vias
met5	0	0	-
met3	31	5.0	0
met1	284	46	121
li1	-	-	107
met4	0	0	0
met2	303	49	3
final cells by class:
cell class                 instances  area share [%]
sequential                        10            46.1
multi-input combinational         14            22.8
tap                               48            11.1
clock buffer                       4            10.1
timing repair buffer               5            9.22
inverter                           1           0.691
state kept, by name, summed over array words and instances, names as in the netlist:
register,flops
counter,8
load_L_LEVEL1,1
ready_Zj,1
logic make-up after synthesis:
family          Yosys count  share of synthesized area (%)
compound gates            6                           10.0
simple gates              4                           9.70
fa+ha+maj                 2                           6.06
xor+xnor                  2                           4.24
flops                    10                           60.6
buf+inv                   7                           9.39
Power and IR drop assume default switching activity.
